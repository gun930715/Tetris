==> flow/design.v <==
module block_control
(
		clk,
		clk_1Hz,
		reset,
		load_next_block,
		fall_down,
		move_left,
		move_right,
		move_down,
		move_left_en,
		move_right_en,
		move_down_en,
		cur_x,
		cur_y
);
	input clk;
	input clk_1Hz;
	input reset;
	input load_next_block;
	input fall_down;
	input	move_left;
	input	move_right;
	input	move_down;
	input move_left_en;
	input move_right_en;
	input move_down_en;
	output reg [3:0]cur_x;
	output reg [3:0]cur_y;
	always@(posedge clk,posedge reset)
		begin
			if(reset)
				begin
					cur_x <= 3;
					cur_y <= 0;
				end
			else if(load_next_block)
				begin
					cur_x <= 3;
					cur_y <= 0;
				end
			else if(move_left && move_left_en && (cur_x - 1) != 0 )
				cur_x <= cur_x - 1'b1;
			else if(move_right && move_right_en && (cur_x + 1) != 9) 
				cur_x <= cur_x + 1'b1;
			else if(move_down && move_down_en)
				cur_y <= cur_y + 1'b1;
			else if(fall_down && move_down_en)
				cur_y <= cur_y + 1'b1;
		end
endmodule
==> flow/run.sh <==
#!/bin/bash
# OpenROAD 26Q1-2900-gdf79404cd8, Yosys 0.63+post, stock flow scripts
make -C /OpenROAD-flow-scripts/flow DESIGN_CONFIG=/design/flow/config.mk WORK_HOME=/design/flow/orfs finish
==> flow/config.mk <==
export PLATFORM = sky130hd
export DESIGN_NAME = block_control
export DESIGN_NICKNAME = block_control
export VERILOG_FILES = /design/flow/design.v
export SDC_FILE = /design/flow/constraint.sdc
export NUM_CORES = 4
export LEC_CHECK = 1
export CORE_AREA = 10 10 78 78
export DIE_AREA = 0 0 88 88
==> flow/constraint.sdc <==
current_design block_control

set clk_period 4.1
set clk_io_pct 0.2

create_clock -name clk0 -period $clk_period [get_ports {clk}]

set non_clock_inputs [all_inputs -no_clocks]
set_input_delay [expr $clk_period * $clk_io_pct] -clock clk0 $non_clock_inputs
set_output_delay [expr $clk_period * $clk_io_pct] -clock clk0 [all_outputs]
==> reports/metrics.yaml <==
status:
  status: "complete, no violations"
synthesis:
  yosysChipArea_sq_um: 558
  avgSynthCellArea_sq_um: 10.1
  top_cell_area_share: 0.269
  synthDistinctLibCells: 26
  ys_warn_count: 1
  netlist_area_sq_um: 558
  syn_inst: 55
  top_area_cell: "dfrtp_1"
  area_leaders: "dfrtp_1, dfstp_2, nor4b_4"
  ys_seq_share: 0.363
  ys_cells: 55
  synth_flops: 8
power_and_ir_drop:
  power.share.clock: 0.317
  combPwrFrac: 0.312
  p_leak_nw: 0.342
  peakVddDrop_v: 0.000156
  power.density_nw_per_um2: 369
  p_switching_mw: 0.0905
  sequentialPowerShare: 0.370
  p_int_mw: 0.217
  switching_share: 0.294
  power_mw: 0.308
clock_tree:
  clock-sinks: 8
  post_cts_resized: 0
  htree_levels: 1
  clkLatencyLatePin_ns: 0.23
  clockBufferDepth: 2
  cts_setup_buffers: 0
  clk_transition_reported_paths_ns: 0.04
  cts_tree: "done"
  cts_root_buf: "clkbuf_8"
  holdBufCountCts: 0
  cts_made_buffers: 3
worst_setup_path:
  worst_path_most_repeated_cell: "nand2_1"
  worstPathMaxFanout: 6
  cp-startpoint: "move_left"
  timing.rr.start: "cur_x[0]$_DFFE_PP1P_"
  start_kind: "primary input"
  required_ns: 4.18
  path_cells: "clkdlybuf4s50_1 > nand2_1 > nor2_1 > ha_1 > a21oi_1 > nand2_1 > o311ai_0 > nand3_1"
  slowest_stage: "clkdlybuf4s50_1"
  slowest_delay_ns: 0.45
  r2r_cells: 7
  worst-setup-path-type: "primary input to flip-flop"
  worstPathArrival_ns: 2.63
  end_kind: "flip-flop"
timing:
  hold-worst-slack_ns: 0.559
  relSlewSlack: 0.710
  period_needed_ns: 2.54
  worst_slack_ns: 1.56
  rsz0062_at_grt: "false"
  slew_violations: 0
  max_freq_ghz: 0.393
  finClkSkew_ns: 0.00446
  period_used_share: 0.621
  setup-tns-final_ns: 0
  setup_viol: 0
  tightest_slew_ns: 0.434
  finalHoldViolations: 0
flow_run:
  openroad.warnings: 26
  maxCapViolCount: 0
routing:
  ant_nets: 0
  wirelength_mm: 1.37
  viasPerCell: 3.72
  route.detailed.drc: 0
  maxUsedRoutingLayer: "met3"
  wl_per_cell_microns: 10.8
  first_pass_iters: 2
  diodes: 0
  drt-met1-wl_microns: 669
  drt-initial-drc-count: 11
  routed-wl-met2_microns: 536
  wl_met3_microns: 163
  num_vias: 473
die:
  die_height_microns: 88
  coreArea_sq_um: 4410
  fp_util: 0.126
  die_area_sq_um: 7740
  rows: 24
  io_pins: 19
  die_width_microns: 88
global_route:
  grt_max_degree: 10
  grt_pass1_vias: 475
  grtUsageTotal: 0.0354
  grt_antenna_before_repair: 0
  grt_overflow: 0
  grt_pass1_wl_mm: 2.23
place:
  place_congestion: 0.715
  dpl-instance-area_sq_um: 790
  post-dp-hpwl_mm: 1.09
  post-place-ws_ns: 1.34
  numPortBuffers: 17
  dp.cells: 123
final_layout:
  area_delta_synth_final_pct: 49.6
  fin_util: 0.189
  final_cells: 127
  final_area_sq_um: 835
  drive_gt1_frac: 0.120
min_path:
  hold-path-cell-count: 2
  worstHoldStart: "cur_y[3]$_DFFE_PP0P_"
  hold_path_class: "flip-flop to flip-flop"
[kinds of logic after synthesis]
kind of cell	after synthesis	synth area share
AOI/OAI and AO/OA	11	0.148
xor gates and xnor gates	3	0.0471
adders and majority gates	4	0.103
buffers and inverters	6	0.0404
DFF	8	0.363
muxes	3	0.0538
and+or+nand+nor	20	0.244
[synth_stat cells, drive strengths merged]
master and number:
o221ai 1, o311ai 1, nand2 3, xor2 1, dfrtp 6, nand4b 1
or2 1, a21oi 3, o22ai 1, mux2i 3, fa 1, a41oi 1
dfstp 2, nor4b 2, inv 5, nand2b 1, xnor2 2, ha 3
nand3 3, nor2 6, buf 1, o21a 1, or3 2, nor2b 1
o2111a 1, o21ai 2
[final cells by class]
type,count,area (sq um)
timing repair buffer,17,170
sequential,8,203
multi-input combinational,41,333
inverter,5,18.8
fill,464,3580
tap,52,65.1
clock buffer,4,45.0
[critical path: cells and delay by family]
family | cells | cell delay (ns)
buf+inv | 1 | 0.45
compound gates | 2 | 0.36
simple gates | 4 | 0.65
fa+ha+maj | 1 | 0.34
[sequential cells by signal, indices dropped and copies added, names as in the netlist]
name	count
cur_y	4
cur_x	4
[worst paths after layout]
kind / endpoint / slack [ns]
worst max-delay path: cur_x[3]$_DFFE_PP0P_ / 1.56
worst min-delay path: cur_y[3]$_DFFE_PP0P_ / 0.56
worst max register to register: cur_x[3]$_DFFE_PP0P_ / 1.96
worst min register to register: cur_y[3]$_DFFE_PP0P_ / 0.56
max in group asynchronous: cur_x[0]$_DFFE_PP1P_ / 2.96
min in group asynchronous: cur_y[2]$_DFFE_PP0P_ / 0.85
[placed cells by master (no fill, tap or decap), types with 3 or more instances in the layout]
cell,count
ha_1,3
nand3_1,3
nand2_1,3
a21oi_1,3
inv_1,5
dfrtp_1,6
nor2_1,6
clkbuf_8,3
mux2i_1,3
clkdlybuf4s50_1,17
[power groups by stage]
stage / combinational, mW / sequential [mW] / clock, mW
after CTS: 0.0978 / 0.114 / 0.100
final: 0.0962 / 0.114 / 0.0976
after global routing: 0.109 / 0.116 / 0.107
[metal layers]
layer	track usage	up-vias
li1	-	236
met1	0.0485	223
met2	0.0463	14
met3	0.0243	0
met4	0.00290	0
met5	0	-
