File: run.sh
#!/bin/bash
# OpenROAD 26Q1-2900-gdf79404cd8, Yosys 0.63+post, stock flow scripts
make -C /OpenROAD-flow-scripts/flow DESIGN_CONFIG=/design/flow/config.mk WORK_HOME=/design/flow/orfs finish
File: config.mk
export PLATFORM = sky130hd
export DESIGN_NAME = divfreq_1Hz
export DESIGN_NICKNAME = divfreq_1Hz
export VERILOG_FILES = /design/flow/design.v
export SDC_FILE = /design/flow/constraint.sdc
export NUM_CORES = 4
export LEC_CHECK = 1
export CORE_UTILIZATION = 30
File: constraint.sdc
current_design divfreq_1Hz

set clk_period 4.5
set clk_io_pct 0.2

create_clock -name clk0 -period $clk_period [get_ports {clk_in}]

set non_clock_inputs [all_inputs -no_clocks]
set_input_delay [expr $clk_period * $clk_io_pct] -clock clk0 $non_clock_inputs
set_output_delay [expr $clk_period * $clk_io_pct] -clock clk0 [all_outputs]
File: design.v
module divfreq_1Hz
(
	output reg clk_out,
	input clk_in
);
	 parameter N = 5;  
	 parameter k = (25000000 / N);
	 integer		count;
	 initial
	 begin
		count = 0;
		clk_out = 0;
	 end
	 always@(posedge clk_in)
		if(count == (N-1))
			begin
				count = 0;
				clk_out =~clk_out;
			end
		else
				count = count + 1;
endmodule
==> job_summary.md <==
## Synthesis and layout report

| Metric | Value |
|---|---|
| Final setup fails | 0 |
| DR WL/cell | 11.6 µm |
| Power Density | 366 nW/µm² |
| RSZ-0062 raised after global routing | no |
| Worst-path cell chain | clkdlybuf4s50_1 |
| Pins Over Slew Limit | 0 |
| Largest net degree at the start of global routing | 13 |
| Reg-to-Reg End | count[22]$_SDFF_PN0_ |
| First-pass GRT wire length | 4.21 mm |
| Hold_sp | count[31]$_SDFF_PN0_ |
| Crit path DRT | 3.60 ns |
| Number of synthesis warnings | 1 |
| Layout cells sized above 1 | 9.59% |
| # rows | 24 |
| Core Area | 4380 µm² |
| Worst-case clock buffer depth | 2 |
| Synth area leader | dfxtp_1 |
| CP Depth | 1 |
| Total CTS buffers | 5 |
| Number of remaining DRC errors | 0 |
| Vias in the first global route | 964 |
| Family with the most delay on the worst path | buffers and inverters |
| Post-route antenna net violation count | 0 |
| Syn Area/Cell | 10.0 µm² |
| Synthesized netlist cell count | 138 |
| Setup repair bufs after CTS | 0 |
| CTS Root Buffer Type | clkbuf_8 |
| Dominant cell area share | 46.3% |
| Synth area leaders | dfxtp_1 46%, xnor2_1 16%, nand3_1 6.2% |
| Antenna diode count | 0 |
| R2r startpoint | count[7]$_SDFF_PN0_ |
| Mapped Area | 1380 µm² |
| Leakage | 0.496 nW |
| Initial antenna violation count | 0 |
| CP bufs+invs | 1 |
| Reg-to-reg slack, setup | 2.76 ns |
| Slew @ Worst Pin | 0.628 ns |
| All-layer global routing usage | 10.8% |
| Unique cell types | 23 |
| Final WL | 2.30 mm |
| IO Count | 2 |
| Minimum clock period | 1.98 ns |
| Latency at later pin | 0.28 ns |
| Post-Place Setup Slack | 2.80 ns |
| Seq share, synth | 48.5% |
| Hold Path End | count[31]$_SDFF_PN0_ |
| Area growth syn-to-layout | 13.0% |
| CP peak stage delay | 0.47 ns |
| Chip area | 4880 µm² |
| Via/cell ratio | 4.97 |
| Sink Count | 33 |
| CTS tree | built |
| Setup TNS | 0 ns |
| Synth flops | 33 |
| Max Clock Freq | 506 MHz |
| Die width | 69.9 µm |
| Slowest stage cell, crit path | clkdlybuf4s50_1 |
| Status | finished, final reports clean |
| Clock-pin slew on the worst setup and hold paths | 0.06 ns |
| First-pass DRT Iterations | 4 |
| Maximum vdd drop | 0.000199 V |
| Most common logic cells in the final layout | 32 x dfxtp_1, 26 x xnor2_1, 17 x nand3_1, 11 x nand4_1, 9 x nand2_1 |
| Hold-fix buffers at CTS | 0 |
| HP Class | register to register |
| Endpoint class of the critical path | output pin |
| Final Hold Fails | 0 |
| DR vias | 985 |
| OpenROAD warning count | 26 |
| Worst setup margin | 2.52 ns |
| Resize count post-CTS | 0 |
| Crit Path Category | register to output pin |
| R2R cell count | 4 |
| Yosys cell count | 138 |
| WP data arrival | 1.08 ns |
| CP max FO | 2 |
| YS chip area | 1380 µm² |
| Die height | 69.9 µm |
| Port Buffers | 1 |
| Setup Skew | 0.00500 ns |
| Max-cap violation count | 0 |
| Core utilization at floorplan | 31.5% |
| Total grt overflow | 0 |
| Worst hold stages | 1 |
| Top cell excl fill/tap | dfxtp_1 |
| Initial drt markers | 14 |
| Slew HR | 57.8% |
| Crit path launch type | register |
| Final period utilization | 44.0% |
| Hpwl dp | 1.64 mm |
| Gp weighted congestion | 0.848 |
| H-tree Lvls | 2 |
==> logic make-up (layout without fill, tap and decap cells) <==
family	count (synthesis)	after routing	synth area share, %
flops	33	33	48.5
xor+xnor	30	30	19.0
simple gates	68	68	28.8
buf+inv	5	13	1.90
fa+ha+maj	2	2	1.81
==> flip-flops by register name, indices dropped and copies added, names as in the netlist <==
register,cells
count,32
clk_out,1
==> cells in the mapped netlist, drive strengths merged <==
library cell,n
xor2,4
nor4b,2
nand2,9
nor2,9
nor2b,1
and4,1
nand3,17
ha,2
nor3,4
edfxtp,1
and3,4
xnor2,26
nand4,13
or2,1
buf,1
inv,4
nor4,7
dfxtp,32
==> how the worst max path moves through the flow <==
| stage | from | endpoint | slack, ns |
|---|---|---|---|
| CTS | clk_out$_DFFE_PN_ | clk_out | 2.51 |
| global route | clk_out$_DFFE_PN_ | clk_out | 2.47 |
| finish | clk_out$_DFFE_PN_ | clk_out | 2.52 |
==> final cells by class <==
| cell class | instances | area, µm² |
|---|---|---|
| clock buffer | 7 | 86.3 |
| clock inverter | 1 | 30.0 |
| fill | 423 | 2820 |
| inverter | 4 | 15.0 |
| multi-input combinational | 100 | 686 |
| sequential | 33 | 671 |
| tap | 52 | 65.1 |
| timing repair buffer | 1 | 10.0 |
==> routing by layer <==
metal | global-route usage, % | wire length, µm | vias to the layer above
met3 | 3.94 | 83 | 2
met5 | 0 | 0 | -
met2 | 15.9 | 996 | 17
li1 | - | - | 499
met4 | 1.33 | 21 | 0
met1 | 16.1 | 1200 | 467
==> where the power goes <==
group / internal [mW] / total, mW / switching [mW]
clock: 0.180 / 0.279 / 0.0991
combinational: 0 / 0.000000168 / 0
sequential: 0.293 / 0.293 / 0
==> through the flow <==
| step | hold slack [ns] | utilization (%) | power (mW) | area, µm² | std cells |
|---|---|---|---|---|---|
| floorplan | 0.435 | - | 0.300 | 1380 | 138 |
| global placement | 0.449 | 33.0 | 0.300 | 1450 | 190 |
| detailed placement | 0.461 | 33.0 | 0.300 | 1450 | 190 |
| CTS | 0.473 | 35.6 | 0.580 | 1560 | 198 |
| global route | 0.509 | 35.6 | 0.595 | 1560 | 198 |
| finish | 0.471 | 35.6 | 0.573 | 1560 | 198 |
No activity file was given, so power comes from the tool's default toggle rates.
