==> ./design.v <==
module DisplayMap
(
	clk,
	reset,
	Red_map_display,
	Green_map_display,
	Blue_map_display,
	LED_Red,
	LED_Green,
	LED_Blue,
	LED_COM
);
	input clk;
	input reset;
	input [0:7][0:7]Red_map_display;
	input [0:7][0:7]Green_map_display;
	input [0:7][0:7]Blue_map_display;
	output reg [0:7]LED_Red;
	output reg [0:7]LED_Green;
	output reg [0:7]LED_Blue;
	output reg [2:0]LED_COM;
	always@(posedge clk,posedge reset)
		begin
			if(reset)
				LED_COM 	<=  3'b000;
			else
				LED_COM 	<=  LED_COM + 1'b1;
		end
	always@(posedge clk ,posedge reset)
		begin
			if(reset)
				begin
					LED_Red 		<= 8'b11111111;
					LED_Green 	<= 8'b11111111;
					LED_Blue 	<= 8'b11111111;
				end
			else
				begin
					for(integer i = 0;i<8;i=i+1)
						begin
							LED_Red [i]		<= 	~Red_map_display[i][(LED_COM+1'b1)-8];
							LED_Green[i]	<= 	~Green_map_display[i][(LED_COM+1'b1)-8];
							LED_Blue[i] 	<= 	~Blue_map_display[i][(LED_COM+1'b1)-8];
						end
				end
		end
endmodule
==> ./run.sh <==
#!/bin/bash
# OpenROAD 26Q1-2900-gdf79404cd8, Yosys 0.63+post, stock flow scripts
make -C /OpenROAD-flow-scripts/flow DESIGN_CONFIG=/design/flow/config.mk WORK_HOME=/design/flow/orfs finish
==> ./config.mk <==
export PLATFORM = sky130hd
export DESIGN_NAME = DisplayMap
export DESIGN_NICKNAME = DisplayMap
export VERILOG_FILES = /design/flow/design.v
export SDC_FILE = /design/flow/constraint.sdc
export NUM_CORES = 4
export LEC_CHECK = 1
export CORE_UTILIZATION = 30
==> ./constraint.sdc <==
current_design DisplayMap

set clk_period 5.8
set clk_io_pct 0.2

create_clock -name clk0 -period $clk_period [get_ports {clk}]

set non_clock_inputs [all_inputs -no_clocks]
set_input_delay [expr $clk_period * $clk_io_pct] -clock clk0 $non_clock_inputs
set_output_delay [expr $clk_period * $clk_io_pct] -clock clk0 [all_outputs]
==> impl_metrics.env <==
# flow metrics
export IMPL_post_synth_top_area_cell="dfstp_2"
export IMPL_critPathKind="flip-flop to flip-flop"
export IMPL_mappedNetlistArea_um2=2984
export IMPL_cts_clk_slew_worst_paths_ns=0.11
export IMPL_critPathArrivalTime_ns=3.18
export IMPL_dieHeight_um=101.7
export IMPL_cp_max_fo=57
export IMPL_track_usage_pct=18.91
export IMPL_wl_mm=9.369
export IMPL_mostFrequentLayoutCells="clkdlybuf4s50_1, nor2_1, mux4_2"
export IMPL_maxUsedRoutingLayer="met4"
export IMPL_lay_top_count="clkdlybuf4s50_1"
export IMPL_outcome="finished, final reports clean"
export IMPL_min_period_ns=2.950
export IMPL_ios=221
export IMPL_diodes=0
export IMPL_initCoreUtil_pct=30.81
export IMPL_fin_skew_ns=0.005300
export IMPL_ys_types=22
export IMPL_tns_ns=0
export IMPL_power_density_nw_per_um2=99.65
export IMPL_ys_seq_share_pct=23.65
export IMPL_ys_flops=27
export IMPL_timing_final_crit_share_pct=50.86
export IMPL_path_delay_family="flip-flops"
export IMPL_fmax_mhz=339.0
export IMPL_cts_sinks=27
export IMPL_dr_first_iter_drc_count=51
export IMPL_seq_area_um2=706.9
export IMPL_antenna_found_initial=0
export IMPL_overflow=0
export IMPL_ys_chip_area_um2=2984
export IMPL_critPathBufInv=1
export IMPL_peakVddDrop_mv=0.06945
export IMPL_cts_resized=0
export IMPL_power_leakage_nw=1.796
export IMPL_clk_path_buf_depth=2
export IMPL_dr_pass1_iters=4
export IMPL_synthCells=259
export IMPL_cp_end_kind="flip-flop"
export IMPL_ff2ff_path_depth=5
export IMPL_placed_area_um2=5135
export IMPL_maxSlewHeadroom_pct=53.66
export IMPL_via_per_inst=5.116
export IMPL_r2r_end="LED_Blue[0]"
export IMPL_wl_met1_mm=3.857
export IMPL_hold_class="flip-flop to flip-flop"
export IMPL_rows=36
export IMPL_setup_viol=0
export IMPL_ys_warnings_count=1
export IMPL_gp_congestion=0.8019
export IMPL_portBuffers=208
export IMPL_place_ws_ns=2.813
export IMPL_rsz0062_at_grt="false"
export IMPL_cts_root_buffer="clkbuf_8"
export IMPL_timing_critical_path_required_ns=6.03
export IMPL_hold_viol_final=0
export IMPL_reg2reg_from="LED_COM[0]"
export IMPL_yosysTopAreaCellShare_pct=21.13
export IMPL_cts_hold_buf=0
export IMPL_tightestPinTransition_ns=0.6950
export IMPL_syn_avg_cell_area_um2=11.52
export IMPL_critPathLaunchType="flip-flop"
export IMPL_min_delay_worst_endpoint="LED_Blue[7]"
export IMPL_holdPathStages=2
export IMPL_dieWidth_um=101.7
export IMPL_wl_met2_mm=4.839
export IMPL_drtAntennaViolNets=0
export IMPL_area_leaders="dfstp_2, mux4_2, mux4_1"
export IMPL_final_comb_area_um2=2123
export IMPL_cts_tree="done"
export IMPL_cts_buffers=3
export IMPL_rrSetupSlack_ns=2.85
export IMPL_crit_chain="ha_4, buf_4, mux4_1, mux2_2, nand2_1"
export IMPL_insertion_delay_ns=0.28
export IMPL_critical_path_slowest_cell="dfrtp_2"
export IMPL_chipArea_um2=10350
export IMPL_area_delta_synth_final_pct=73.71
export IMPL_grt_max_degree=58
export IMPL_cpPeakStageDelay_ns=0.83
export IMPL_core_um2=9684
export IMPL_h_tree_depth=1
export IMPL_drive_gt1_share_pct=19.69
export IMPL_tool_warnings=37
export IMPL_final_area_um2=5184
export IMPL_drcViolationCount=0
export IMPL_ys_cells=259
export IMPL_place_hpwl_mm=7.356
export IMPL_cap_violations=0
export IMPL_dr_wl_met3_um=599
export IMPL_grt_pass1_vias=2921
export IMPL_nFillCells=858
export IMPL_min_from="LED_COM[2]"
export IMPL_wire_per_inst_um=16.15
export IMPL_grt_pass1_wl_mm=14.65
export IMPL_fin_ws_ns=2.850
export IMPL_post_cts_buffers=0
export IMPL_drv_slew=0
export IMPL_vias=2967
==> power breakdown <==
part / total [mW] / switching [mW] / leakage (nW) / internal (mW)
sequential: 0.205 / 0.00194 / 0.294 / 0.203
combinational: 0.196 / 0.0404 / 1.48 / 0.156
clock: 0.116 / 0.0667 / 0.0217 / 0.0489
==> worst register-to-register path, cell delays in order (launching register included) <==
cell	delay [ns]
dfrtp_2	0.83
ha_4	0.68
buf_4	0.59
mux4_1	0.45
mux2_2	0.28
nand2_1	0.07
==> state kept, by name (all words and copies together), names as in the netlist <==
register,count
LED_COM,3
LED_Green,8
LED_Blue,8
LED_Red,8
==> cells by family (layout without fill, tap and decap cells) <==
family | count (synthesis) | count (layout) | synth area share, %
multiplexers | 66 | 66 | 42.89
AND-OR/OR-AND | 63 | 63 | 15.85
XOR/XNOR | 1 | 1 | 0.5452
flip-flops | 27 | 27 | 23.65
adder cells (fa/ha/maj) | 1 | 1 | 0.4192
AND/OR/NAND/NOR | 68 | 68 | 10.44
buffers and inverters | 33 | 221 | 6.206
==> Yosys cell counts, drive strengths merged <==
library cell / instances
a211oi: 21
dfstp: 24
nor2: 42
dfrtp: 3
xnor2: 1
nand3: 1
buf: 20
mux4: 42
inv: 3
clkbuf: 10
ha: 1
o21ai: 21
nand2: 3
o32a: 21
mux2: 24
nor2b: 21
and3: 1
==> worst max-delay path by stage <==
stage         startpoint           end  slack, ns  cells after the start
CTS           LED_COM[0]   LED_Blue[0]       2.78                      5
global route  LED_COM[0]  LED_Green[7]       2.62                      5
finish        LED_COM[0]   LED_Blue[0]       2.85                      5
==> cell type report <==
| class | count | area share [%] |
|---|---|---|
| clock buffers | 3 | 0.7965 |
| well taps | 133 | 3.210 |
| multi-input cells | 199 | 40.96 |
| flip-flops and latches | 27 | 13.64 |
| clock inverters | 1 | 0.1448 |
| inverters | 3 | 0.2172 |
| repair buffers | 214 | 41.03 |
==> stage by stage <==
step | hold slack [ns] | cells | util, % | power [mW]
global route | 0.9585 | 580 | 53.53 | 0.5484
floorplan | 0.4973 | 259 | - | 0.2551
CTS | 0.9206 | 580 | 53.53 | 0.5276
detailed placement | 0.8822 | 576 | 53.02 | 0.4062
global placement | 0.8718 | 576 | 53.02 | 0.4043
finish | 0.9023 | 580 | 53.53 | 0.5165
==> metal layers <==
layer / GRT usage, % / vias to the layer above
li1: - / 1426
met1: 26.81 / 1434
met2: 33.00 / 103
met3: 2.661 / 4
met4: 1.449 / 0
met5: 0 / -
Power is estimated from default activity; no workload was simulated.
